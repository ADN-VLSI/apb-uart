==> design.v <==
package apb_uart_pkg;
  parameter int SYS_ADDR_WIDTH = 5;   
  parameter int SYS_DATA_WIDTH = 32;   
  parameter int DEFAULT_BAUD_RATE = 'h28B0;   
  parameter bit DEFAULT_PARITY_EN = 1'b0;   
  parameter bit DEFAULT_PARITY_TYPE = 1'b0;   
  parameter bit DEFAULT_EXTRA_STOP_BITS = 1'b0;   
  parameter int TX_FIFO_SIZE = 8;   
  parameter int RX_FIFO_SIZE = 8;   
  parameter logic [SYS_ADDR_WIDTH-1:0] REG_CTRL_ADDR = 'h00;   
  parameter logic [SYS_ADDR_WIDTH-1:0] REG_CLK_DIV_ADDR = 'h04;   
  parameter logic [SYS_ADDR_WIDTH-1:0] REG_CFG_ADDR = 'h08;   
  parameter logic [SYS_ADDR_WIDTH-1:0] REG_TX_FIFO_COUNT_ADDR = 'h0C;   
  parameter logic [SYS_ADDR_WIDTH-1:0] REG_RX_FIFO_COUNT_ADDR = 'h10;   
  parameter logic [SYS_ADDR_WIDTH-1:0] REG_TX_DATA_ADDR = 'h14;   
  parameter logic [SYS_ADDR_WIDTH-1:0] REG_RX_DATA_ADDR = 'h18;   
  parameter logic [SYS_ADDR_WIDTH-1:0] REG_INTR_CTRL_ADDR = 'h1C;   
  typedef struct packed {
    logic        RX_FLUSH;   
    logic        TX_FLUSH;   
    logic        CLK_EN;     
  } ctrl_reg_t;
  typedef struct packed {logic [31:0] CLK_DIV;} clk_div_reg_t;   
  typedef struct packed {
    logic        EXTRA_STOP_BITS;   
    logic        PARITY_TYPE;       
    logic        PARITY_EN;         
  } cfg_reg_t;
  typedef struct packed {logic [31:0] TX_FIFO_COUNT;} tx_fifo_count_reg_t;   
  typedef struct packed {logic [31:0] RX_FIFO_COUNT;} rx_fifo_count_reg_t;   
  typedef struct packed {
    logic [7:0]  TX_DATA;    
  } tx_data_reg_t;
  typedef struct packed {
    logic [7:0]  RX_DATA;    
  } rx_data_reg_t;
  typedef struct packed {
    logic        TX_ALMOST_FULL;   
    logic        RX_ALMOST_FULL;    
    logic        RX_PARITY_ERROR;   
    logic        RX_VALID;          
  } intr_ctrl_reg_t;
endpackage
package uart_rx_pkg;
  typedef enum logic [3:0] {
    IDLE,
    START_BIT,
    DATA_0,
    DATA_1,
    DATA_2,
    DATA_3,
    DATA_4,
    DATA_5,
    DATA_6,
    DATA_7,
    PARITY_BIT,
    STOP_BIT
  } uart_rx_state_e;
endpackage
package uart_tx_pkg;
  typedef enum logic [3:0] {
    IDLE,
    START_BIT,
    DATA_0,
    DATA_1,
    DATA_2,
    DATA_3,
    DATA_4,
    DATA_5,
    DATA_6,
    DATA_7,
    PARITY_BIT,
    STOP_BIT,
    EXTRA_STOP
  } uart_tx_state_e;
endpackage
module decoder #(
    parameter int NUM_WIRE = 4
) (
    input logic [$clog2(NUM_WIRE)-1:0] a_i,
    input logic                        a_valid_i,
    output logic [NUM_WIRE-1:0] d_o
);
  logic [$clog2(NUM_WIRE)-1:0] a_i_n;
  logic [  $clog2(NUM_WIRE):0] output_and_red[NUM_WIRE];
  always_comb a_i_n = ~a_i;
  always_comb begin
    for (bit [$clog2(NUM_WIRE):0] i = 0; i < NUM_WIRE; i++) begin
      for (int j = 0; j < $clog2(NUM_WIRE); j++) begin
        output_and_red[i][j] = i[j] ? a_i[j] : a_i_n[j];
      end
      output_and_red[i][$clog2(NUM_WIRE)] = a_valid_i;
    end
  end
  for (genvar i = 0; i < NUM_WIRE; i++) begin : g_output_and_red
    always_comb d_o[i] = &output_and_red[i];
  end
endmodule
module demux #(
    parameter int NUM_ELEM   = 6,
    parameter int ELEM_WIDTH = 8
) (
    input logic [$clog2(NUM_ELEM)-1:0] s_i,
    input logic [ELEM_WIDTH-1:0] i_i,
    output logic [NUM_ELEM-1:0][ELEM_WIDTH-1:0] o_o
);
  logic [NUM_ELEM-1:0] valid_out;
  for (genvar i = 0; i < NUM_ELEM; i++) begin : g_elem
    for (genvar j = 0; j < ELEM_WIDTH; j++) begin : g_bits
      always_comb o_o[i][j] = i_i[j] & valid_out[i];
    end
  end
  decoder #(
      .NUM_WIRE(NUM_ELEM)
  ) u_decoder (
      .a_i(s_i),
      .a_valid_i('1),
      .d_o(valid_out)
  );
endmodule
module mem #(
    parameter int ELEM_WIDTH = 8,
    parameter int DEPTH      = 7
) (
    input logic clk_i,
    input logic arst_ni,
    input logic                     we_i,
    input logic [$clog2(DEPTH)-1:0] waddr_i,
    input logic [   ELEM_WIDTH-1:0] wdata_i,
    input  logic [$clog2(DEPTH)-1:0] raddr_i,
    output logic [   ELEM_WIDTH-1:0] rdata_o
);
  logic [DEPTH-1:0] demux_we;
  logic [DEPTH-1:0][ELEM_WIDTH-1:0] reg_mux_in;
  demux #(
      .NUM_ELEM  (DEPTH),
      .ELEM_WIDTH(1)
  ) u_demux (
      .s_i(waddr_i),
      .i_i(we_i),
      .o_o(demux_we)
  );
  for (genvar i = 0; i < DEPTH; i++) begin : g_reg_array
    register #(
        .ELEM_WIDTH (ELEM_WIDTH),
        .RESET_VALUE('0)
    ) register_dut (
        .clk_i  (clk_i),
        .arst_ni(arst_ni),
        .en_i   (demux_we[i]),
        .d_i    (wdata_i),
        .q_o    (reg_mux_in[i])
    );
  end
  mux #(
      .ELEM_WIDTH(ELEM_WIDTH),
      .NUM_ELEM  (DEPTH)
  ) u_mux (
      .s_i(raddr_i),
      .i_i(reg_mux_in),
      .o_o(rdata_o)
  );
endmodule
module mux #(
    parameter int ELEM_WIDTH = 8,
    parameter int NUM_ELEM   = 6
) (
    input logic [$clog2(NUM_ELEM)-1:0] s_i,
    input logic [NUM_ELEM-1:0][ELEM_WIDTH-1:0] i_i,
    output logic [ELEM_WIDTH-1:0] o_o
);
  always_comb o_o = i_i[s_i];
endmodule
module register #(
    parameter int                  ELEM_WIDTH  = 32,
    parameter bit [ELEM_WIDTH-1:0] RESET_VALUE = '0
) (
    input logic clk_i,
    input logic arst_ni,
    input logic en_i,
    input logic [ELEM_WIDTH-1:0] d_i,
    output logic [ELEM_WIDTH-1:0] q_o
);
  always_ff @(posedge clk_i or negedge arst_ni) begin
    if (~arst_ni) begin
      q_o <= RESET_VALUE;
    end else if (en_i) begin
      q_o <= d_i;
    end
  end
endmodule
==> run.sh <==
#!/bin/bash
# OpenROAD 26Q1-2900-gdf79404cd8, Yosys 0.63+post, stock flow scripts
make -C /OpenROAD-flow-scripts/flow DESIGN_CONFIG=/design/flow/config.mk WORK_HOME=/design/flow/orfs finish
==> config.mk <==
export PLATFORM = sky130hd
export DESIGN_NAME = mem
export DESIGN_NICKNAME = mem
export VERILOG_FILES = /design/flow/design.v
export SDC_FILE = /design/flow/constraint.sdc
export NUM_CORES = 4
export LEC_CHECK = 1
export CORE_UTILIZATION = 40
==> constraint.sdc <==
current_design mem

set clk_period 2.3
set clk_io_pct 0.2

create_clock -name clk0 -period $clk_period [get_ports {clk_i}]

set non_clock_inputs [all_inputs -no_clocks]
set_input_delay [expr $clk_period * $clk_io_pct] -clock clk0 $non_clock_inputs
set_output_delay [expr $clk_period * $clk_io_pct] -clock clk0 [all_outputs]
==> COMMIT_EDITMSG <==
Record implementation results from latest flow run

* Wire length of the first global-routing pass: 9.36 mm
- Setup-violating endpoint count in the final report: 0
- Endpoints failing hold in the final report were tallied at 0.
- The number of antenna violations at the first check in global routing came to 0.
- Final clock period utilization by the worst path: 0.971
* Fraction of synthesis flops using an asynchronous set or reset pin: 1.00
* Post-Synthesis Cells: 189
- STA classifies the critical path endpoint as a primary output.
- Per the OpenROAD floorplan log, the width of the die is 83.3 microns.
- Area of the die: between 6000 and 7000 sq um
- Counting flops with a built-in enable in the synthesized netlist gives 0.
- Post-route clock skew: 0 ps
- Pin placement for this block handled 25 I/O pins.
- The global routing report lists combined usage of all routing layers as 0.179.
- Clock period minus final worst setup slack: 2230 ps
- In the Yosys report the total cell count is 189.
- Worst hold slack after final layout: 175 ps
- Total area of multi-input combinational cells: 1240 sq um
- The violation tally recorded at the end of detailed-routing iteration 0 is slightly above 70.
* Clock Tree Buf Depth: 2
* Maximum level of the CTS H-tree: 2
- The synthesized netlist contains 17 unique library cells.
- Once placement finished, the instance area stood at between 3000 and 4000 sq um.
- Area growth syn-to-layout: 23.7%
- After synthesis, the share of cell area in mux cells is 0.329.
- Per the CTS log, the root buffer master is sky130_fd_sc_hd__clkbuf_8.
* Synth Cell Area: 2650 sq um
* Post-layout total power: 2.52 mW
- Port buffer count: 24
- For the worst-skew pair, the clock arrives at the later sink with an insertion delay of 300 ps.
* Avg WL per Cell: 18.1 microns
- More flip-flops sit in one register than any other, and that register is g_reg_array.register_dut.q_o.
- Largest area contributor in the netlist: sky130_fd_sc_hd__dfrtp_1
* Number of global-route vias before repair: around 1900
* Final antenna diode count: 0
- The cell-mix breakdown from Yosys lists the XOR/XNOR area share as 0.
- Transition time at the pin with the least slew margin: 660 ps
- Part of the total power dissipated in sequential elements: 0.518
- The data arrival time reported for the critical path is 1770 ps.
* Routed WL: 5.62 mm
* RSZ-0062 raised after global routing: false
* Most used flip-flop cell: sky130_fd_sc_hd__dfrtp_1
- OpenROAD emitted warnings numbering 26.
- Clock transition time at the flip-flop clock pins of the worst setup and hold paths: 90 ps
- Area share of and/or/nand/nor cells after synthesis: 0.0795
- After synthesis, the chip area reported by Yosys is 2650 sq um.
- The register with the most flip-flops in the layout has 56 of them.
* Classification of the worst setup path: input pin to primary output
- First-pass iteration count of the detailed router: 3
* Largest voltage drop on the vdd net: roughly 0.44 mV
- Counting the buffers created by CTS gives 5.
- Row count: 29
- Final Max Tran Viols: 0
- Register cell area after layout: about 1400 sq um
* Fill cell count: 508
- Per the OpenROAD floorplan log, the area of the core is roughly 6300 sq um.
- Cell leakage power: 1.46 nW
- Number of warning messages in the yosys log: 5
- Result of the run: finished clean
- The share of the core area taken by cells at floorplan is 0.417.
* TritonCTS clock tree: built
* Worst Setup Start Kind: input pin
- Entering global routing, the biggest net connects 30 pins.
- Portion of synthesized cell area occupied by the leading cell type: 0.530
- FF+latch count, synth: 56
- Internal power: 1.92 mW
* Synth top area cells: sky130_fd_sc_hd__dfrtp_1 53%, sky130_fd_sc_hd__mux2_2 24%, sky130_fd_sc_hd__mux2i_1 9.1%
* Relative slew slack: 0.560
* Clock share of power: 0.270
- Leading cell types by count after synthesis: 56 x sky130_fd_sc_hd__dfrtp_1, 56 x sky130_fd_sc_hd__mux2_2, 24 x sky130_fd_sc_hd__mux2i_1, 9 x sky130_fd_sc_hd__nand2_1
* Die height: approximately 83 microns
- DRC errors left: 0
- The total overflow left after global routing is 0.
- Vias/cell: approximately 5.5
- Max-cap check violation count: 0
- Min-delay worst type: input pin to async pin
- The largest registers in the layout are g_reg_array.register_dut.q_o (56).
- In this run the power density over the cells is 771 nW/um^2.
* Net Sw Frac: 0.240
* Avg Cell Area, Syn: 14.0 sq um
- The report shows a maximum critical-path fanout of 8.
- Biggest combinational cell group after synthesis: multiplexers
* Layout cells sized above 1: 0.455
- Per the timing report, the achievable frequency comes out to 448 MHz.
- Final estimated routing congestion in global placement: 0.843
- The analysis attributes to net switching a power of between 600 and 700 uW.
- The critical path endpoint has a required time of between 1500 and 2000 ps.
- In this run, the synthesized area fraction spent on adder and majority cells is recorded as 0.
* Final Instance Area: 3270 sq um
- The cell-mix breakdown from Yosys lists the compound-gate area share as 0.0454.
- Summed over all nets, the half-perimeter wirelength after detailed placement is 3.92 mm.
* Sequential share of the synthesized area: 0.530
* Post-route ant nets: 0
* Setup TNS: 0 ps
- Of the total power, combinational logic draws 0.212.
- Total number of vias: 1705
* Clk sink count: 56
-- layer usage --
metal  global-route usage  routed length, microns  vias up
li1                     -                       -      779
met1                0.273                    2530      882
met2                0.277                    2750       37
met3               0.0494                     271        7
met4               0.0157                      64        0
met5                    0                       0        -
-- power groups by stage --
stage / combinational (mW) / clock (mW) / sequential, mW
global route: 0.589 / 0.741 / 1.33
finish: 0.534 / 0.682 / 1.31
CTS: 0.542 / 0.692 / 1.31
-- cell families after synthesis --
logic type	after synthesis
AND-OR/OR-AND	16
flip-flops	56
buffers and inverters	9
AND/OR/NAND/NOR	28
multiplexers	80
-- final timing paths --
path                       cells after the start                                 end                               start  slack (ps)
min in group clk0                              1  g_reg_array[5].register_dut.q_o[0]  g_reg_array[5].register_dut.q_o[0]         510
max in group asynchronous                      2  g_reg_array[3].register_dut.q_o[4]                             arst_ni        1540
setup / recovery                               6                          rdata_o[6]                          raddr_i[0]          70
hold reg to reg                                1  g_reg_array[5].register_dut.q_o[0]  g_reg_array[5].register_dut.q_o[0]         510
hold / removal                                 1  g_reg_array[1].register_dut.q_o[0]                             arst_ni         170
setup reg to reg                               1  g_reg_array[3].register_dut.q_o[5]  g_reg_array[3].register_dut.q_o[5]        1520
-- worst max-delay path, cell delays in order --
cell and delay [ps]:
sky130_fd_sc_hd__buf_2 140, sky130_fd_sc_hd__buf_6 150, sky130_fd_sc_hd__mux2i_1 120, sky130_fd_sc_hd__a22o_1 260, sky130_fd_sc_hd__a31oi_4 160, sky130_fd_sc_hd__clkdlybuf4s50_1 480
-- layout make-up --
type                            instances  area share
Clock buffer                            7      0.0294
Clock inverter                          1     0.00917
Multi-Input combinational cell        124       0.378
Sequential cell                        56       0.428
Tap cell                               77      0.0294
Timing Repair Buffer                   45       0.126
-- per-stage QoR --
step / utilization / setup slack, ps / cells
2_1_floorplan: - / 587 / 189
3_3_place_gp: 0.488 / -483 / 300
3_5_place_dp: 0.488 / -516 / 300
4_1_cts: 0.515 / -12.3 / 310
5_1_grt: 0.515 / 22.9 / 310
6_report: 0.515 / 67.4 / 310
-- what timing repair did --
| item | CTS | global route |
|---|---|---|
| hold buffers | 0 | 0 |
| setup endpoints to repair | 8 | 2 |
| pin swaps | 7 | 1 |
| endpoints found under the hold margin | 0 | 0 |
| resized | 24 | 6 |
| buffers inserted | 2 | 0 |
-- placed cells by master, fill, tap and decap left out --
| cell | n |
|---|---|
| sky130_fd_sc_hd__mux2i_1 | 24 |
| sky130_fd_sc_hd__or2_4 | 1 |
| sky130_fd_sc_hd__dfrtp_1 | 56 |
| sky130_fd_sc_hd__buf_4 | 15 |
| sky130_fd_sc_hd__clkbuf_8 | 7 |
| sky130_fd_sc_hd__or2_2 | 7 |
| sky130_fd_sc_hd__dlymetal6s2s_1 | 1 |
| sky130_fd_sc_hd__nand2_2 | 1 |
| sky130_fd_sc_hd__nor2b_4 | 2 |
| sky130_fd_sc_hd__bufinv_16 | 1 |
| sky130_fd_sc_hd__a31oi_1 | 7 |
| sky130_fd_sc_hd__nand2_1 | 8 |
| sky130_fd_sc_hd__nor2_1 | 1 |
| sky130_fd_sc_hd__nor3_4 | 2 |
| sky130_fd_sc_hd__nand2b_4 | 1 |
| sky130_fd_sc_hd__buf_6 | 4 |
| sky130_fd_sc_hd__nand4b_1 | 3 |
| sky130_fd_sc_hd__clkdlybuf4s50_1 | 13 |
| sky130_fd_sc_hd__buf_12 | 2 |
| sky130_fd_sc_hd__nor3b_4 | 2 |
| sky130_fd_sc_hd__mux2_2 | 56 |
| sky130_fd_sc_hd__a31oi_4 | 1 |
| sky130_fd_sc_hd__dlygate4sd2_1 | 6 |
| sky130_fd_sc_hd__clkbuf_2 | 1 |
| sky130_fd_sc_hd__buf_2 | 3 |
| sky130_fd_sc_hd__a22o_1 | 8 |
Power is estimated from default activity; no workload was simulated.
