--- run.sh ---
#!/bin/bash
# OpenROAD 26Q1-2900-gdf79404cd8, Yosys 0.63+post, stock flow scripts
make -C /OpenROAD-flow-scripts/flow DESIGN_CONFIG=/design/flow/config.mk WORK_HOME=/design/flow/orfs finish
--- config.mk ---
export PLATFORM = sky130hd
export DESIGN_NAME = register_dual_flop
export DESIGN_NICKNAME = register_dual_flop
export VERILOG_FILES = /design/flow/design.v
export SDC_FILE = /design/flow/constraint.sdc
export NUM_CORES = 4
export LEC_CHECK = 1
export CORE_UTILIZATION = 40
--- constraint.sdc ---
current_design register_dual_flop

set clk_period 2.3
set clk_io_pct 0.2

create_clock -name clk0 -period $clk_period [get_ports {clk_i}]

set non_clock_inputs [all_inputs -no_clocks]
set_input_delay [expr $clk_period * $clk_io_pct] -clock clk0 $non_clock_inputs
set_output_delay [expr $clk_period * $clk_io_pct] -clock clk0 [all_outputs]
--- design.v ---
package apb_uart_pkg;
  parameter int SYS_ADDR_WIDTH = 5;   
  parameter int SYS_DATA_WIDTH = 32;   
  parameter int DEFAULT_BAUD_RATE = 'h28B0;   
  parameter bit DEFAULT_PARITY_EN = 1'b0;   
  parameter bit DEFAULT_PARITY_TYPE = 1'b0;   
  parameter bit DEFAULT_EXTRA_STOP_BITS = 1'b0;   
  parameter int TX_FIFO_SIZE = 8;   
  parameter int RX_FIFO_SIZE = 8;   
  parameter logic [SYS_ADDR_WIDTH-1:0] REG_CTRL_ADDR = 'h00;   
  parameter logic [SYS_ADDR_WIDTH-1:0] REG_CLK_DIV_ADDR = 'h04;   
  parameter logic [SYS_ADDR_WIDTH-1:0] REG_CFG_ADDR = 'h08;   
  parameter logic [SYS_ADDR_WIDTH-1:0] REG_TX_FIFO_COUNT_ADDR = 'h0C;   
  parameter logic [SYS_ADDR_WIDTH-1:0] REG_RX_FIFO_COUNT_ADDR = 'h10;   
  parameter logic [SYS_ADDR_WIDTH-1:0] REG_TX_DATA_ADDR = 'h14;   
  parameter logic [SYS_ADDR_WIDTH-1:0] REG_RX_DATA_ADDR = 'h18;   
  parameter logic [SYS_ADDR_WIDTH-1:0] REG_INTR_CTRL_ADDR = 'h1C;   
  typedef struct packed {
    logic        RX_FLUSH;   
    logic        TX_FLUSH;   
    logic        CLK_EN;     
  } ctrl_reg_t;
  typedef struct packed {logic [31:0] CLK_DIV;} clk_div_reg_t;   
  typedef struct packed {
    logic        EXTRA_STOP_BITS;   
    logic        PARITY_TYPE;       
    logic        PARITY_EN;         
  } cfg_reg_t;
  typedef struct packed {logic [31:0] TX_FIFO_COUNT;} tx_fifo_count_reg_t;   
  typedef struct packed {logic [31:0] RX_FIFO_COUNT;} rx_fifo_count_reg_t;   
  typedef struct packed {
    logic [7:0]  TX_DATA;    
  } tx_data_reg_t;
  typedef struct packed {
    logic [7:0]  RX_DATA;    
  } rx_data_reg_t;
  typedef struct packed {
    logic        TX_ALMOST_FULL;   
    logic        RX_ALMOST_FULL;    
    logic        RX_PARITY_ERROR;   
    logic        RX_VALID;          
  } intr_ctrl_reg_t;
endpackage
package uart_rx_pkg;
  typedef enum logic [3:0] {
    IDLE,
    START_BIT,
    DATA_0,
    DATA_1,
    DATA_2,
    DATA_3,
    DATA_4,
    DATA_5,
    DATA_6,
    DATA_7,
    PARITY_BIT,
    STOP_BIT
  } uart_rx_state_e;
endpackage
package uart_tx_pkg;
  typedef enum logic [3:0] {
    IDLE,
    START_BIT,
    DATA_0,
    DATA_1,
    DATA_2,
    DATA_3,
    DATA_4,
    DATA_5,
    DATA_6,
    DATA_7,
    PARITY_BIT,
    STOP_BIT,
    EXTRA_STOP
  } uart_tx_state_e;
endpackage
module register_dual_flop #(
    parameter int                  ELEM_WIDTH             = 32,
    parameter bit [ELEM_WIDTH-1:0] RESET_VALUE            = '0,
    parameter bit                  FIRST_FF_EDGE_POSEDGED = 1,
    parameter bit                  LAST_FF_EDGE_POSEDGED  = 0
) (
    input logic clk_i,
    input logic arst_ni,
    input logic en_i,
    input logic [ELEM_WIDTH-1:0] d_i,
    output logic [ELEM_WIDTH-1:0] q_o
);
  logic [ELEM_WIDTH-1:0] q_intermediate;
  logic en_intermediate;
  logic first_clk_in;
  logic last_clk_in;
  assign first_clk_in = FIRST_FF_EDGE_POSEDGED ? clk_i : ~clk_i;
  assign last_clk_in  = LAST_FF_EDGE_POSEDGED ? clk_i : ~clk_i;
  always_ff @(posedge first_clk_in or negedge arst_ni) begin
    if (~arst_ni) begin
      q_intermediate  <= RESET_VALUE;
      en_intermediate <= '0;
    end else begin
      q_intermediate  <= d_i;
      en_intermediate <= en_i;
    end
  end
  always_ff @(posedge last_clk_in or negedge arst_ni) begin
    if (~arst_ni) begin
      q_o <= RESET_VALUE;
    end else begin
      if (en_intermediate) q_o <= q_intermediate;
    end
  end
endmodule
==> impl_metrics.py <==
# Metrics from the implementation run
metrics = {
    "final_timing": {
        "drv_slew": 0,
        "timing.slew.headroom_pct": 78.4,
        "setup_slack_ps": -152,
        "setup_viol": 32,
        "rsz0062_at_grt": "true",
        "worst_pin_slew_ps": 323,
        "final_hold_viol_count": 0,
        "skew_ps": 9.10,
        "setup_tns_ps": -3830,
    },
    "status": {
        "outcome": "finished with violations",
        "failed_checks": "negative setup slack",
    },
    "routing": {
        "antennaDiodeCount": 0,
        "viasPerCell": 4.17,
        "dr.pass1.iters": 4,
        "final_antenna_net_count": 0,
        "initialDrtViolationCount": 35,
        "avgRoutedWirePerCell_um": 12.6,
        "dr_total_vias": 1154,
        "drc": 0,
        "routed_wl_um": 3500,
    },
    "synthesis": {
        "syn-cell-area_mm2": 0.00217,
        "synthXorXnorAreaFrac_pct": 0,
        "async_reset_ff_share_pct": 100,
        "ys_types": 6,
        "aoi_share_pct": 0,
        "avgSynthCellArea_um2": 21.5,
        "ys_seq_share_pct": 74.9,
        "synth_stat.cells": 101,
        "top_cell": "dfrtp_1",
        "synth-edff-count": 0,
        "ys_top_logic_family": "multiplexers",
        "synth_flops": 65,
        "synth_area_leader_cell": "dfrtp_1",
        "syn_inst": 101,
        "synth_chip_area_mm2": 0.00217,
        "ys_warn_count": 1,
        "yosysTopAreaCellShare_pct": 38.0,
        "ys_sh_simple_pct": 0,
        "ys.flop_type": "dfrtp_1",
        "top_cells_by_count": "dfrtp_1, dfrtn_1, mux2_4, buf_12, mux2_2",
        "synthTopCellsByArea": "dfrtp_1, dfrtn_1, mux2_4, buf_12, mux2_2",
        "adder_share_pct": 0,
        "muxShareOfSynthArea_pct": 21.8,
    },
    "worst_setup_path": {
        "regToRegStartpoint": "en_intermediate",
        "end_kind": "output port",
        "start_kind": "flop",
        "cpLargestDelayFamily": "flip-flops",
        "cp.required_ps": 1840,
        "crit_path_cell_trace": "buf_2",
        "cp_data_arrival_time_ps": 1990,
        "reg2reg_to": "q_o[0]",
        "critical_path_buf_inv_count": 1,
        "slowest_stage": "dfrtn_1",
        "critPathMaxFanout": 2,
        "cpPeakStageDelay_ps": 420,
        "ff2ff_path_depth": 2,
        "regToRegSetupSlack_ps": 0,
        "crit_start": "q_o[24]",
        "path_class": "flop to output port",
    },
    "clock_network": {
        "cts.sinks": 65,
        "cts_buffer_depth": 2,
        "cts_htree_levels": 3,
        "cts_tree": "yes",
        "insertion_delay_ps": 320,
        "root_buffer": "clkbuf_8",
        "cts_inserted_buffers": 9,
        "clk_pin_slew_ps": 60,
    },
    "finish": {
        "register_area_mm2": 0.00163,
        "syn2layout_area_growth_pct": 45.0,
        "finish.utilization_pct": 60.9,
        "fin_area_mm2": 0.00315,
        "mi_logic_area_um2": 473,
        "drive_gt1_share_pct": 52.2,
        "fill_cells": 372,
    },
    "die": {
        "die_x_um": 75.7,
        "rows": 26,
        "initial_utilization_pct": 42.0,
        "coreArea_mm2": 0.00517,
        "ios": 67,
        "die_h_um": 75.7,
        "chipArea_mm2": 0.00573,
    },
    "power": {
        "peakVddDrop_uv": 448,
        "total_power_mw": 2.54,
        "p_leak_nw": 1.53,
        "p_per_area_mw_per_mm2": 807,
    },
    "hold_path": {
        "holdCritPathClass": "input port to asynchronous set/reset pin",
    },
    "grt": {
        "grt_use_total_pct": 13.2,
        "grt_first_pass_wirelength_um": 5390,
        "overflow": 0,
        "first_global_vias": 1156,
        "grt_start_max_net_pins": 66,
        "antenna_found_initial": 0,
    },
    "run": {
        "max_cap_violations": 0,
        "tool_warnings": 27,
    },
    "placed_design": {
        "port-buffer-count": 66,
        "routabilityCongestion": 0.725,
        "place_area_mm2": 0.00298,
        "hpwl_um": 2120,
    },
}
## metal layers
metal	vias to the layer above	share of wire, %	GRT usage [%]
met4	0	1.7	2.88
met2	45	45	19.5
met1	563	46	20.5
met3	8	7.0	4.29
li1	538	-	-
met5	-	0	0
## metrics by stage
step	worst slack (ps)	std cells	hold slack, ps
after global placement	-192	248	453
final	-152	277	148
after floorplan	77.3	101	164
after global routing	-198	277	169
after detailed placement	-207	248	452
after CTS	-169	274	144
## worst max-delay path by stage
stage,end,slack [ps],cells after the start
final,q_o[24],-150,1
after CTS,q_o[24],-170,1
after global routing,q_o[5],-200,1
## placed cells by master, fill, tap and decap left out, drive strengths merged
| cell type | count |
|---|---|
| bufinv | 1 |
| clkdlybuf4s50 | 33 |
| dfrtn | 32 |
| mux2 | 32 |
| clkbuf | 15 |
| buf | 60 |
| clkinv | 1 |
| dfrtp | 33 |
## where the power goes
part	switching (mW)	internal, mW	leakage (nW)	total [mW]
clock network	0.379	0.589	0.107	0.968
logic	0.0770	0.224	0.667	0.301
registers	0.0357	1.24	0.758	1.27
## repair_timing
item                                   4_1_cts  5_1_grt
setup endpoints to repair                   32       33
gates resized                               96        1
hold buffers                                 0        0
setup buffers                               10        2
endpoints found under the hold margin        0        0
gates cloned                                 0        1
## final cells by class
type	instances	area share, %
well taps	70	2.78
clock buffers	14	5.48
flip-flops and latches	65	51.7
repair buffers	94	23.9
multi-input cells	32	15.0
clock inverters	2	1.11
## logic make-up (layout without fill, tap and decap cells)
logic type / count (synthesis) / after routing
flops: 65 / 65
mux: 32 / 32
buf+inv: 4 / 110
## state kept, by name (all words and copies together) (netlist names)
signal	flops
en_intermediate	1
q_intermediate	32
q_o	32
Power and IR drop assume default switching activity.
